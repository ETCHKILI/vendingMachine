File: /design/flow/run.sh
#!/bin/bash
# OpenROAD 26Q1-2900-gdf79404cd8, Yosys 0.63+post, stock flow scripts
make -C /OpenROAD-flow-scripts/flow DESIGN_CONFIG=/design/flow/config.mk WORK_HOME=/design/flow/orfs finish
File: /design/flow/config.mk
export PLATFORM = sky130hd
export DESIGN_NAME = bi_to_bcd10
export DESIGN_NICKNAME = bi_to_bcd10
export VERILOG_FILES = /design/flow/design.v
export SDC_FILE = /design/flow/constraint.sdc
export NUM_CORES = 4
export LEC_CHECK = 1
export CORE_AREA = 10 10 80 80
export DIE_AREA = 0 0 90 90
File: /design/flow/constraint.sdc
current_design bi_to_bcd10

set clk_period 7.8
set clk_io_pct 0.2

create_clock -name clk0 -period $clk_period

set non_clock_inputs [all_inputs -no_clocks]
set_input_delay [expr $clk_period * $clk_io_pct] -clock clk0 $non_clock_inputs
set_output_delay [expr $clk_period * $clk_io_pct] -clock clk0 [all_outputs]
File: /design/flow/design.v
`timescale 1ns / 1ps
module bi_to_bcd4(binary, bcd1, bcd0);
input[3:0] binary;
output reg [3:0] bcd1, bcd0;
always@(binary)begin
    if (binary > 4'b1001) begin
        bcd1 <= 4'b0001;
        bcd0 <= binary + 4'b0110;
    end
    else begin
        bcd0 <= binary;
    end
end
endmodule
module bi_to_bcd7(binary, bcd1, bcd0);
input[6:0] binary;
output reg[3:0] bcd1, bcd0;
reg [3:0]number1;
reg [8:0] number2;
always@(binary) begin
    number1 = binary[3:0];
    case (binary[6:4])
        3'd0: number2 <= 9'h000;
        3'd1: number2 <= 9'h016;
        3'd2: number2 <= 9'h032;
        3'd3: number2 <= 9'h048;
        3'd4: number2 <= 9'h064;
        3'd5: number2 <= 9'h080;
        3'd6: number2 <= 9'h096;
        3'd7: number2 <= 9'h112;
    endcase
end
always@(number1, number2) begin
    if(number1 + number2[3:0] < 10) begin
        bcd0 <= number1 + number2;
        bcd1 <= number2[7:4];
    end
    else begin
        bcd0 <= number1 + number2 + 6;
        bcd1 <= number2[7:4] + 1;
    end
end
endmodule
module bi_to_bcd10(binary, bcd2, bcd1, bcd0);
input[9:0] binary;
output reg[3:0] bcd2, bcd1, bcd0;
reg [3:0] number1, number0 = 4'b0;
reg [9:0] number2;
reg [11:0] number3;
always@(binary) begin
    number1 = binary[3:0];
    case (binary[7:4])
        4'd0: number2 <= 10'h000;
        4'd1: number2 <= 10'h016;
        4'd2: number2 <= 10'h032;
        4'd3: number2 <= 10'h048;
        4'd4: number2 <= 10'h064;
        4'd5: number2 <= 10'h080;
        4'd6: number2 <= 10'h096;
        4'd7: number2 <= 10'h112;
        4'd8: number2 <= 10'h128;
        4'd9: number2 <= 10'h144;
        4'd10: number2 <= 10'h160;
        4'd11: number2 <= 10'h176;
        4'd12: number2 <= 10'h192;
        4'd13: number2 <= 10'h208;
        4'd14: number2 <= 10'h224;
        4'd15: number2 <= 10'h240;
    endcase
end
always@(binary) begin
    case (binary[9:8])
        2'd0: number3 <= 12'h00;
        2'd1: number3 <= 12'h256;
        2'd2: number3 <= 12'h512;
        2'd3: number3 <= 12'h768;
    endcase
end
always@(*) begin
    if(number1 + number2[3:0] + number3[3:0] < 10) begin
        bcd0 <= number1 + number2 + number3;
        number0 <= 4'd0;
    end
    else if(number1 + number2[3:0] + number3[3:0] < 20) begin
        bcd0 <= number1 + number2 + number3[3:0] + 6;
        number0 <= 4'd1;
    end
    else if (number1 + number2[3:0] + number3[3:0] < 30) begin
        bcd0 <= number1 + number2 + number3[3:0] + 12;
        number0 <= 4'd2;
    end
    else if (number1 + number2[3:0] + number3[3:0] < 40) begin
        bcd0 <= number1 + number2 + number3[3:0] + 18;
        number0 <= 4'd3;
    end
    else begin
        bcd0 <= number1 + number2 + number3[3:0] + 24;
        number0 <= 4'd4;
    end
end
always@(*) begin  
    if(number0 + number2[7:4] + number3[7:4] < 10) begin
        bcd1 <= number0 + number2[7:4] + number3[7:4];
        bcd2 <= number2[9:8] + number3[11:8] ;
    end
    else if(number0 + number2[7:4] + number3[7:4] < 20) begin
        bcd1 <= number0 + number2[7:4] + number3[7:4] + 6;
        bcd2 <= number2[9:8] + number3[11:8] + 1;
    end
    else if (number0 + number2[7:4] + number3[7:4] < 30) begin
        bcd1 <= number0 + number2[7:4] + number3[7:4] + 12;
        bcd2 <= number2[9:8] + number3[11:8] + 2;
    end
    else begin
        bcd1 <= number0 + number2[7:4] + number3[7:4] + 18;
        bcd2 <= number2[9:8] + number3[11:8] + 3;
    end
end
endmodule
==> summary.txt <==
Flow results follow.

The total setup violations reported at the end of the flow is 0. The number of stages on the worst hold path is 0. The worst path in the final design needs a cycle of 7760 ps, including I/O delays and setup. The via count of the first global-routing pass is between 1000 and 1500. The sum of net half-perimeters after detailed placement is ~2.7 mm.

Antenna repair during routing inserted a diode count of 0. The end point of the critical path is bcd2[3]. The kind of critical path is input port to output pin.

In this run the worst hold path is classified as input port to output pin. The initialized floorplan defines 25 standard-cell rows. The ratio of cells with drive above 1 in the final layout is 51.9%. Of the available clock period, the critical path in the final layout requires about 100%. The mean number of vias per cell is 4.53.

The first TritonRoute pass finished after 4 iterations. The count of nets left with antenna violations after detail routing is 0. Looking at the critical path, the single cell with the biggest stage delay is fa_2.

After detailed routing, the number of remaining DRC violations is 0. Dividing the synthesized area by the synthesized cell count gives ~7.6 um^2. The kind of cell with the highest combined delay along the critical path is adder cells. The number of different library cells used by synthesis comes to 31. The final max-slew violation count is 0. The kind of launch point of the worst setup path is an input port.

The cell area power density is 293 mW/mm^2. The horizontal die dimension is ~90 um. The flow ran to the end, and the final reports show no timing, DRC or antenna violations. The logs give a warning total of 51. The timing startpoint of the critical path is binary[4]. According to the timing report, the data required time at the worst endpoint equals 6240 ps.

The worst hold slack after final layout is 3120 ps. The tally of clock buffers in the finished layout is 0. The cell with the most instances on the worst path is ha_4. The detailed router's first-iteration violation count is 31. Entering global routing, the biggest net connects 11 pins.

The count of buffer and inverter cells on the critical path is 7. The number of antenna violations at the first check in global routing is 0. Per the synthesis report, the single largest cell type by area occupies between 30 and 40% of cell area. The area taken by sequential standard cells is reported as 0 um^2. The number of vias in the routed layout is between 1000 and 1500.

The design has 0 sequential cells. Per the GRT congestion report, total overflow comes to 0. The total die size is about 0.0081 mm^2.

The number of filler cells placed in the layout is ~370. The synthesized instance count is 176. The nature of the critical path endpoint is an output pin. The total negative setup slack is 0 ps. The instance count on the critical path is 26. The max capacitance violation total is 0.

The total cell area at the placement stage is a little over 0.002 mm^2. In this run the cell area of the synthesized design comes to 0.00133 mm^2. The vertical die dimension reported for this design is 90 um.

The final weighted congestion in routability-driven placement is approximately 0.88. The dominant cell type by area after synthesis is ha_1. The area growth from synthesis to layout is 88.9%.

Per the timing report, the biggest fanout along the worst path comes to 4. Endpoints failing hold in the final report were tallied at 0. Wires add up to approximately 3.8 mm. The max-slew headroom at the worst pin is 73.3%. During I/O placement, the number of pins put on the boundary was 22. The core region is between 0.004 and 0.005 mm^2. The number of hold buffers added after CTS was 0. The leakage component of the power is approximately 1.2 nW.

By instance count, the leading cell after synthesis is ha_1. The combined global-route utilization of all metal layers is a little under a tenth. The number of port buffers is 20. The average wire length per cell after detail routing is roughly 12 um. In this run the most critical hold path is launched from binary[0]. Setup repair after global routing could not meet its margin everywhere.

The commonest cells after synthesis are 33 x ha_1, 20 x inv_1, 19 x o21ai_0. The worst-margin pin slew is 400 ps. The area reported by Yosys stat is 0.00133 mm^2. Warnings reported by Yosys during synthesis add up to 1. In the post-synthesis netlist, the biggest area contributors are ha_1 31%, fa_1 12%, o21ai_0 7.1%, inv_1 5.6%, a21oi_1 4.9%. In this build the clock could be raised as far as roughly 130 MHz. The wire length of the first global-routing pass is about 6.6 mm.

VDD sags by at most around 0.00015 V. The area of all placed cells without fillers is around 0.0025 mm^2. The effective utilization at floorplan is between 20 and 30%. The biggest cell delay along the critical path is between 500 and 600 ps.

Per Yosys stat, the portion of area used by sequential elements is 0%. The synth_stat.txt file lists the number of cells as about 180. The data arrival at the endpoint of the critical path is 6200 ps.
## power by group
group	total [mW]	switching, mW	internal [mW]
logic	0.737	0.310	0.427
registers	0	0	0
clock network	0	0	0
## kinds of logic after synthesis
kind of cell	synth area share, %
compound gates	22.2
simple gates	15.8
fa+ha+maj	43.9
buf+inv	7.43
xor+xnor	9.13
mux	1.51
## metal layers
layer | part of all wire [%] | wire (um) | track usage [%] | up-vias
li1 | - | - | - | 760
met1 | 49 | 1850 | 12.3 | 695
met2 | 49 | 1850 | 15.7 | 18
met3 | 2.1 | 79 | 0.838 | 0
met4 | 0 | 0 | 0.398 | 0
met5 | 0 | 0 | 0 | -
## worst min-delay path by stage
stage,to,slack [ps]
final,bcd0[0],3120
after global routing,bcd0[0],3120
after CTS,bcd0[0],3120
## through the flow
step           setup slack [ps]  instances  utilization [%]  total power [mW]
2_1_floorplan              25.1        176                -             0.269
3_3_place_gp              -1060        308             42.6             0.551
3_5_place_dp              -1100        308             42.6             0.550
4_1_cts                    -115        319             50.8             0.685
5_1_grt                    -149        325             53.2             0.818
6_report                   38.0        325             53.2             0.737
## placed cells by master, fill, tap and decap left out, types with 7 or more instances in the layout
cell	instances
buf_4	56
nor2_1	11
inv_1	14
o21ai_0	10
clkdlybuf4s50_1	7
ha_4	13
ha_1	17
nand2_1	11
buf_6	10
## layout make-up
cell class                 instances  area (um^2)  share of cell area (%)
inverter                          20         92.6                    3.69
multi-input combinational        151         1600                    63.8
timing repair buffer              87          732                    29.1
tap                               67         83.8                    3.34
## repair_timing
item / CTS / global route
pin swaps: 31 / 22
endpoints found under the setup margin: 7 / 7
gates resized: 115 / 19
setup buffers: 11 / 6
hold endpoints to repair: 0 / 0
Power and IR drop assume default switching activity.
